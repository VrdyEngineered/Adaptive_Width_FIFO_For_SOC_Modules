[constraint.sdc]
current_design fifo_8_32

set clk_period 3.7
set clk_io_pct 0.2

create_clock -name clk0 -period $clk_period [get_ports {clk}]

set non_clock_inputs [all_inputs -no_clocks]
set_input_delay [expr $clk_period * $clk_io_pct] -clock clk0 $non_clock_inputs
set_output_delay [expr $clk_period * $clk_io_pct] -clock clk0 [all_outputs]
[config.mk]
export PLATFORM = sky130hd
export DESIGN_NAME = fifo_8_32
export DESIGN_NICKNAME = fifo_8_32
export VERILOG_FILES = /design/flow/design.v
export SDC_FILE = /design/flow/constraint.sdc
export NUM_CORES = 4
export LEC_CHECK = 1
export CORE_UTILIZATION = 30
[design.v]
`timescale 1ns / 1ps
module fifo_8_32#(parameter ADDR_WIDTH=4 , DATA_WIDTH=8,DEPTH =2**ADDR_WIDTH , READ_WIDTH=4*DATA_WIDTH)(
    input logic clk,rst,
     input logic [DATA_WIDTH-1:0] w_data,
     input logic wr_en,
     output logic full,
     output logic [READ_WIDTH-1:0] r_data,
     input logic rd_en,
     output logic empty
);
    initial begin
        if (DEPTH % 4!= 0) begin
            $display("Warning: FIFO DEPTH s not a multiple of 4. This may lead to inefficient memory usage.");
        end
      end
     logic [DATA_WIDTH-1:0] mem [0:DEPTH-1];
     localparam int PTR_WIDTH   = $clog2(DEPTH);
    localparam int COUNT_WIDTH = $clog2(DEPTH + 1);
    logic [PTR_WIDTH-1:0 ]wr_ptr,rd_ptr;
    logic [COUNT_WIDTH-1:0 ]count;  
    logic wr_fire, rd_fire;
    assign wr_fire = wr_en && !full;
    assign rd_fire = rd_en && !empty;
    always_comb begin
        r_data = {
            mem[(rd_ptr + 3) % DEPTH],
            mem[(rd_ptr + 2) % DEPTH],
            mem[(rd_ptr + 1) % DEPTH],
            mem[(rd_ptr + 0) % DEPTH]
        };
    end
    always_ff @(posedge clk or posedge rst) begin
        if (rst) begin
            wr_ptr <= '0;
            rd_ptr <= '0;
            count  <= '0;
        end
        else begin
            if (wr_fire) begin
                    mem[wr_ptr] <= w_data;
                wr_ptr <= (wr_ptr == DEPTH-1) ? '0 : wr_ptr + 1;
            end
            if (rd_fire) begin
                rd_ptr <= (rd_ptr + 4 >= DEPTH) ? (rd_ptr + 4 - DEPTH) : (rd_ptr + 4);
            end
            unique case ({wr_fire, rd_fire})
                2'b10: count <= count + 1;    
                2'b01: count <= count - 4;    
                2'b11: count <= count - 3;    
                default: count <= count;      
            endcase
        end
   end
    assign full  = (count == DEPTH);
    assign empty = (count < 4);
endmodule
[run.sh]
#!/bin/bash
# OpenROAD 26Q1-2900-gdf79404cd8, Yosys 0.63+post, stock flow scripts
make -C /OpenROAD-flow-scripts/flow DESIGN_CONFIG=/design/flow/config.mk WORK_HOME=/design/flow/orfs finish
==> flow_metrics.tcl <==
# collected from the flow reports
set metrics [dict create \
    ys_cells 350 \
    io_buffers 45 \
    drtPass1Iterations 5 \
    startpoint_type "flop" \
    fp_util_pct 30.7 \
    tightest_slew_ps 812 \
    fin_setup_tns_ps 0 \
    placeableCoreArea_sq_mm 0.0180 \
    netlist_area_sq_mm 0.00551 \
    finalInstanceArea_sq_mm 0.00692 \
    power.density_mw_per_mm2 802 \
    whs_path_depth 1 \
    crit_type "reg2out" \
    cts_resized 0 \
    timing.fmax_mhz 301 \
    grt-ovfl-total 0 \
    end_kind "output pin" \
    relSlewSlack_pct 45.7 \
    diodes 0 \
    ys_warn_count 2 \
    holdBufCountCts 0 \
    crit_required_ps 2960 \
    die_x_microns 138 \
    post_dp_cell_area_sq_mm 0.00629 \
    hold_viol 0 \
    clockBufferDepth 2 \
    warning_count 33 \
    worstRegToRegCells 6 \
    drtIter0Drc 202 \
    gp_routability_congestion 0.799 \
    synth-seq-cells 139 \
    status "completed" \
    cts_made_buffers 17 \
    avgSynthCellArea_sq_um 15.7 \
    crit_end "r_data[29]" \
    htreeDepth 4 \
    worstHoldStart "rd_ptr[2]" \
    ys_seq_share_pct 74.8 \
    rsz0062_at_grt "false" \
    num_rows 49 \
    layout_min_cycle_time_ps 3320 \
    antenna_found_initial 0 \
    cts_tree "yes" \
    num_io_pins 46 \
    grt_max_degree 33 \
    grtUsageTotal_pct 14.4 \
    clkLatencyLatePin_ps 400 \
    dieArea_sq_mm 0.0189 \
    grt_pass1_vias 3345 \
    p_leak_uw 0.00240 \
    ys_area_sq_mm 0.00551 \
    cts_root_buffer "clkbuf_16" \
    vias 3229 \
    wl_mm 12.2 \
    rr_endpoint "mem[4][0]" \
    dp_hpwl_mm 7.51 \
    cp_max_fo 8 \
    wl_per_cell_microns 18.7 \
    crit_arrival_ps 2580 \
    setup_viol 0 \
    drive_gt1_share_pct 11.6 \
    path_clk_slew_ps 60 \
    syn_inst 350 \
    maxCapViolations 0 \
    drc 0 \
    synth_cell_type_count 32 \
    die_h_microns 138 \
    ant_nets 0 \
    synthToLayoutAreaGrowth_pct 25.6 \
    numClockSinks 139 \
    slew_violations 0 \
    period_used_pct 89.8 \
    r2r_slack_ps 1070 \
    grt_pass1_wl_mm 18.6 \
    final.setup_skew_ps 6.99 \
    viasPerCell 4.94 \
    vdd_drop_max_v 0.000310 \
    r2r-start "count[2]" \
    post_cts_buffers 0 \
    startpoint "rd_ptr[2]" \
    min_path_type "reg2reg" \
]
-- critical path, stage by stage (launching register included) --
cell and delay, ps:
dfrtp_1 400, inv_1 80, ha_1 240, nor4_4 590, nand2_1 260, nand3_1 130, clkdlybuf4s50_1 470
-- Yosys cell counts --
| library cell | number | area, sq um |
|---|---|---|
| a211oi_1 | 1 | 7.51 |
| a21o_2 | 1 | 8.76 |
| a21oi_1 | 3 | 15.0 |
| a222oi_1 | 8 | 80.1 |
| a22oi_1 | 48 | 360 |
| a31oi_1 | 2 | 12.5 |
| and2_1 | 5 | 31.3 |
| buf_1 | 1 | 3.75 |
| buf_2 | 2 | 10.0 |
| buf_4 | 1 | 7.51 |
| clkbuf_1 | 14 | 52.6 |
| dfrtp_1 | 11 | 275 |
| edfxtp_1 | 128 | 3840 |
| ha_1 | 14 | 175 |
| inv_1 | 23 | 86.3 |
| mux2_2 | 1 | 11.3 |
| mux2i_1 | 8 | 80.1 |
| nand2_1 | 15 | 56.3 |
| nand3_1 | 29 | 145 |
| nand3_2 | 1 | 10.0 |
| nand4_1 | 1 | 6.26 |
| nor2_1 | 6 | 22.5 |
| nor3_1 | 7 | 35.0 |
| nor3b_1 | 1 | 7.51 |
| nor4_1 | 2 | 12.5 |
| nor4_4 | 1 | 21.3 |
| o21ai_0 | 5 | 25.0 |
| o21bai_1 | 1 | 7.51 |
| o31a_1 | 1 | 8.76 |
| o31ai_4 | 1 | 21.3 |
| or4_1 | 1 | 7.51 |
| xnor2_1 | 7 | 61.3 |
-- sequential cells by signal, indices dropped and copies added, names as in the netlist --
name / flops
wr_ptr: 4
count: 5
mem: 128
rd_ptr: 2
-- kinds of logic (layout without fill, tap and decap cells) --
| family | after synthesis | in the layout | synth area share (%) |
|---|---|---|---|
| xor gates and xnor gates | 7 | 7 | 1.11 |
| buffers and inverters | 41 | 115 | 2.91 |
| adders and majority gates | 14 | 14 | 3.18 |
| muxes | 9 | 9 | 1.66 |
| DFF | 139 | 139 | 74.8 |
| and+or+nand+nor | 69 | 69 | 6.45 |
| AOI/OAI and AO/OA | 71 | 71 | 9.93 |
-- routing by layer --
layer | GRT usage [%] | wire (microns) | up-vias
li1 | - | - | 1493
met4 | 1.59 | 100 | 0
met1 | 18.4 | 4780 | 1596
met3 | 8.45 | 1370 | 9
met5 | 3.33 | 0 | -
met2 | 22.0 | 5950 | 131
-- layout make-up --
cell class / instances / area [sq um]
timing repair buffer: 60 / 563
clock buffer: 19 / 433
sequential: 139 / 4120
tap: 229 / 287
fill: 1602 / 11000
clock inverter: 13 / 198
inverter: 23 / 86.3
multi-input combinational: 170 / 1240
-- per-stage QoR --
step	total power, uW	instances	util [%]	hold WS [ps]	setup slack [ps]
finish	5550	653	38.5	530	377
global route	5880	653	38.5	541	178
CTS	5630	653	38.5	536	307
detailed placement	3820	621	35.0	525	764
global placement	3810	621	35.0	518	754
floorplan	2850	350	-	498	1310
-- worst min-delay path by stage --
stage	end	slack, ps
finish	rd_ptr[2]	530
global route	rd_ptr[2]	540
CTS	rd_ptr[2]	540
-- report_power, final --
part	switching, uW	internal (uW)	leakage, uW	total, uW
clock network	596	1190	0.000306	1790
logic	875	933	0.000809	1810
registers	108	1850	0.00128	1960
-- placed cells by master (no fill, tap or decap), drive strengths merged, types with 2 or more instances in the layout --
master and instances:
edfxtp 128, a22oi 48, clkdlybuf4s50 45, nand3 30
inv 24, clkbuf 19, nand2 15, buf 15
ha 14, dfrtp 11, a222oi 8, mux2i 8
xnor2 7, nor3 7, nor2 6, clkinv 6
and2 5, o21ai 5, bufinv 5, a21oi 3
nor4 3, a31oi 2
Power figures rest on the tool's default switching activity, not on a simulated workload.
