==> design/flow/design.v <==
`timescale 1ns / 1ps
module fifo_8_to_32_v2 #(
    parameter ADDR_WIDTH = 4,
    parameter DATA_WIDTH = 8,
    parameter DEPTH = 2**ADDR_WIDTH,
    parameter READ_WIDTH = 4*DATA_WIDTH
) (
    input  logic clk,
    input  logic rst,  
    input  logic [DATA_WIDTH-1:0] w_data,
    input  logic wr_en,
    output logic full,
    output logic [READ_WIDTH-1:0] r_data,
    input  logic rd_en,
    output logic empty,
    output logic [DEPTH-1:0] status_reg,
    output logic parity_error
);
    initial begin
        if (DEPTH % 4 != 0) begin
            $display("Warning: FIFO DEPTH is not a multiple of 4. This may lead to inefficient memory usage.");
        end
    end
    logic [DATA_WIDTH:0] mem [0:DEPTH-1];
    localparam int PTR_WIDTH   = $clog2(DEPTH);
    localparam int COUNT_WIDTH = $clog2(DEPTH + 1);
    logic [PTR_WIDTH-1:0]   wr_ptr, rd_ptr;
    logic [COUNT_WIDTH-1:0] count;  
    logic wr_fire, rd_fire;
    assign wr_fire = wr_en && !full;
    assign rd_fire = rd_en && !empty;
    logic [DATA_WIDTH:0] word0, word1, word2, word3;
    assign word0 = mem[(rd_ptr + 0) % DEPTH];
    assign word1 = mem[(rd_ptr + 1) % DEPTH];
    assign word2 = mem[(rd_ptr + 2) % DEPTH];
    assign word3 = mem[(rd_ptr + 3) % DEPTH];
    assign r_data = {
        word3[DATA_WIDTH-1:0],
        word2[DATA_WIDTH-1:0],
        word1[DATA_WIDTH-1:0],
        word0[DATA_WIDTH-1:0]
    };
    always_ff @(posedge clk) begin
        if (rst) begin  
            wr_ptr <= '0;
            rd_ptr <= '0;
            count  <= '0;
        end else begin
            if (wr_fire && !rd_fire) begin
                mem[wr_ptr] <= {^w_data, w_data};
                wr_ptr      <= (wr_ptr == DEPTH-1) ? '0 : wr_ptr + 1;
                count       <= count + 1;
            end
            else if (!wr_fire && rd_fire) begin
                rd_ptr      <= (rd_ptr + 4 >= DEPTH) ? (rd_ptr + 4 - DEPTH) : (rd_ptr + 4);  
                count       <= count - 4;
            end
            else if (wr_fire && rd_fire) begin
                mem[wr_ptr] <={^w_data, w_data};
                wr_ptr      <= (wr_ptr == DEPTH-1) ? '0 : wr_ptr + 1;
                rd_ptr      <= (rd_ptr + 4 >= DEPTH) ? (rd_ptr + 4 - DEPTH) : (rd_ptr + 4);
                count       <= count - 3;  
            end
        end
    end
    assign full  = (count == DEPTH);
    assign empty = (count < 4);  
    assign parity_error = (word0[DATA_WIDTH] !== ^word0[DATA_WIDTH-1:0]) |
                          (word1[DATA_WIDTH] !== ^word1[DATA_WIDTH-1:0]) |
                          (word2[DATA_WIDTH] !== ^word2[DATA_WIDTH-1:0]) |
                          (word3[DATA_WIDTH] !== ^word3[DATA_WIDTH-1:0]);
    always_comb begin
        for (int i = 0; i < DEPTH; i++) begin
            status_reg[i] = (i < count);
        end
    end
endmodule
==> design/flow/run.sh <==
#!/bin/bash
# OpenROAD 26Q1-2900-gdf79404cd8, Yosys 0.63+post, stock flow scripts
make -C /OpenROAD-flow-scripts/flow DESIGN_CONFIG=/design/flow/config.mk WORK_HOME=/design/flow/orfs finish
==> design/flow/config.mk <==
export PLATFORM = sky130hd
export DESIGN_NAME = fifo_8_to_32_v2
export DESIGN_NICKNAME = fifo_8_to_32_v2
export VERILOG_FILES = /design/flow/design.v
export SDC_FILE = /design/flow/constraint.sdc
export NUM_CORES = 4
export LEC_CHECK = 1
export CORE_UTILIZATION = 30
==> design/flow/constraint.sdc <==
current_design fifo_8_to_32_v2

set clk_period 4.1
set clk_io_pct 0.2

create_clock -name clk0 -period $clk_period [get_ports {clk}]

set non_clock_inputs [all_inputs -no_clocks]
set_input_delay [expr $clk_period * $clk_io_pct] -clock clk0 $non_clock_inputs
set_output_delay [expr $clk_period * $clk_io_pct] -clock clk0 [all_outputs]
==> run notes <==
CTS
- clk buf depth: 2
- root buffer cell: clkbuf_16
- clock buffer count from CTS: 17
- clock transition at the registers of the reported paths: 0.06 ns
- latest clock arrival within the worst-skew pair: 0.41 ns
- number of clock sinks: 157
- clock tree from TritonCTS: yes
- H-tree levels: 4

Power
- part of the total power dissipated in sequential elements: 41.5%
- leakage component of the power: 2.70 nW
- Clock power frac: 35.2%
- Gate power share: 23.3%
- Internal Pwr Total: 3.43 mW
- largest vdd supply drop: 254 µV
- Power Total: 4.48 mW
- power density over the cells: 546 nW/µm²
- fraction of power spent switching nets: 23.5%
- switching power of the nets: 1.05 mW

Worst setup path
- destination of the critical timing path: parity_error
- capturing point of the worst reg2reg path: mem[10][1]
- depth of the worst register-to-register path: 7
- critical path launch point type: flip-flop
- CP Data Arrival Time: 2.98 ns
- slowest stage cell, crit path: mux4_2
- stage delay of the slowest cell on the critical path: 0.59 ns
- CP required: 3.28 ns
- cells along the critical path: mux4_2, xnor2_1, xnor3_1, xnor2_1, nand4_1, clkdlybuf4s50_1
- maximum fanout count along the critical path: 7
- origin of the critical flop-to-flop path: count[2]
- worst reg-to-reg setup slack: 1.07 ns
- most frequent CP cell: xnor2_1
- Crit Path Class: flip-flop to primary output
- crit end category: primary output

Logic synthesis
- yosys aoi share: 2.27%
- Synth flops: 157
- sequential fraction of the synthesis area: 70.4%
- Syn Inst Count: 353
- simple logic cell fraction of the synthesized area: 4.26%
- MUX area fraction: 12.9%
- cell area after technology mapping: 6510 µm²
- cell count listed in synth_stat.txt: 353
- chip area line of the yosys report: 6510 µm²
- main kind of combinational logic by area: multiplexers
- count of warnings emitted by yosys: 1
- number of distinct standard cells referenced by the synthesized netlist: 37
- adder and majority cell fraction of the synthesized area: 1.73%
- Avg Synthesized Cell Area: 18.5 µm²
- yosys xor share: 6.49%

Place
- half-perimeter wire length of the detailed placement result: 8.28 mm
- gpl congestion: 0.788
- DP Worst Slack: 0.396 ns
- Buffers on Ports: 62

Floorplanning
- num rows: 53
- count of boundary I/O pins: 63
- core region area: 21200 µm²
- DIE WIDTH: 149 µm
- height of the die: 149 µm
- die area: 22300 µm²
- starting utilization of the core area: 30.8%

Final timing
- Slew Limit Fails: 0
- Max Clk Rate: 0.263 GHz
- transition at the pin with the smallest max-transition slack: 0.850 ns
- setup skew after layout: 0.00538 ns
- fin crit share: 92.7%
- final setup slack of the worst path: 0.299 ns
- Relative slew margins: 43.1%
- RSZ-0062 raised after global routing: false
- final setup TNS: 0 ns
- final worst path period need: 3.80 ns
- final setup violation count: 0
- hold violation total from the final report: 0

Detailed routing
- routed via count: 3367
- total wire length: 12.7 mm
- post-detailed-route DRC marker count: 0
- per-cell via count in the routed design: 4.61
- Pre-Repair DR Iteration Count: 4
- Wirelength per Cell: 17.4 µm
- number of design-rule violations left by the first detailed-router iteration: 170
- antenna diode instance count: 0
- post-route ant nets: 0

Global routing
- initial antenna violation count: 0
- largest net degree at the start of global routing: 29
- remaining global-route overflow: 0
- number of global-route vias before repair: 3634
- global-route wire length before repair: 20.3 mm
- global-route total usage across every layer: 13.0%

Worst hold path
- Hold Path Cell Cnt: 2
- worst min path class: flip-flop to flip-flop

Finish
- fillers: 1863
- area growth from synthesis to final layout: 25.9%
- fraction of final layout cells sized beyond drive strength 1: 20.7%

Flow run
- number of max-capacitance violations reported: 0
- warning total across the stage logs: 31

Run status
- status: completed

-- cells by family after synthesis --
group           count (synthesis)
flops                         157
compound gates                 22
fa+ha+maj                       9
xor+xnor                       42
simple gates                   61
buf+inv                        24
mux                            38
-- timing repair --
action,in CTS,in global routing
setup buffers,0,2
gates resized,1,1
hold buffers,0,0
endpoints found under the setup margin,1,1
-- worst max-delay path, delay by kind of cell, from the launching register on --
kind                      cells  cell delay [ns]
xor gates and xnor gates      3             0.87
buffers and inverters         1             0.44
DFF                           1             0.47
muxes                         1             0.59
and+or+nand+nor               1             0.19
-- metal layers --
layer / up-vias / share of wire [%] / track usage [%]
met5: - / 0 / 0
li1: 1557 / - / -
met3: 9 / 10 / 7.30
met1: 1658 / 40 / 17.3
met4: 0 / 0.98 / 1.48
met2: 143 / 49 / 20.0
-- power groups by stage --
stage     combinational [mW]  sequential, mW  clock [mW]
5_1_grt                 1.15            1.87        1.67
4_1_cts                 1.04            1.88        1.61
6_report                1.04            1.86        1.58
-- stage by stage --
stage               cells  utilization, %  hold WS (ns)  cell area, µm²
floorplan             353               -         0.481            6510
global placement      696            35.7         0.499            7560
detailed placement    696            35.7         0.513            7560
CTS                   728            38.6         0.520            8170
global route          730            38.8         0.547            8200
finish                730            38.8         0.516            8200
-- worst min path at each step --
stage	startpoint	to	slack, ns
after CTS	wr_ptr[1]	wr_ptr[1]	0.52
after global routing	wr_ptr[1]	wr_ptr[1]	0.55
final	wr_ptr[1]	wr_ptr[1]	0.52
-- cell usage after synthesis (all sizes together) --
cell type	instances	area [µm²]
edfxtp	144	4320
mux4	36	818
xnor2	27	236
nor2	24	90.1
nand2	15	56.3
dfxtp	13	260
xor2	11	96.3
clkbuf	9	35.0
ha	9	113
buf	8	68.8
a21oi	7	35.0
inv	7	26.3
nor3	6	30.0
nand2b	4	25.0
nand3	4	20.0
xnor3	4	90.1
a21o	3	22.5
o21bai	3	22.5
mux2i	2	20.0
nand4	2	12.5
o21ai	2	10.0
or4	2	15.0
a211oi	1	7.51
a311oi	1	8.76
a31o	1	8.76
a41o	1	10.0
and3	1	6.26
and4b	1	10.0
nor2b	1	6.26
o21a	1	7.51
o22ai	1	6.26
o31a	1	8.76
or2	1	6.26
-- registers in the layout (all words and copies together), names as in the netlist, named ones only --
register and count:
count 5, mem 144, rd_ptr 2, wr_ptr 4
-- final cells by class --
cell class / count / area [µm²] / share of cell area (%)
clock buffer: 19 / 443 / 5.40
inverter: 7 / 26.3 / 0.320
sequential: 157 / 4590 / 56.0
tap: 275 / 344 / 4.20
multi-input combinational: 172 / 1800 / 21.9
clock inverter: 13 / 165 / 2.01
timing repair buffer: 87 / 833 / 10.2
-- placed cells by master (no fill, tap or decap), drive strengths merged, types with 2 or more instances in the layout --
cell type / synthesis / final
edfxtp: 144 / 144
clkdlybuf4s50: 0 / 62
mux4: 36 / 36
xnor2: 27 / 27
buf: 8 / 25
nor2: 24 / 24
clkbuf: 9 / 19
nand2: 15 / 15
dfxtp: 13 / 13
xor2: 11 / 11
ha: 9 / 9
inv: 7 / 8
a21oi: 7 / 7
nor3: 6 / 6
clkinv: 0 / 5
nand3: 4 / 4
nand2b: 4 / 4
xnor3: 4 / 4
clkinvlp: 0 / 4
a21o: 3 / 3
o21bai: 3 / 3
bufinv: 0 / 3
or4: 2 / 2
o21ai: 2 / 2
nand4: 2 / 2
mux2i: 2 / 2
Power and IR drop assume default switching activity.
